`design/flow/config.mk`:
```
export PLATFORM = sky130hd
export DESIGN_NAME = MemOrIO
export DESIGN_NICKNAME = MemOrIO
export VERILOG_FILES = /design/flow/design.v
export SDC_FILE = /design/flow/constraint.sdc
export NUM_CORES = 4
export LEC_CHECK = 1
export CORE_AREA = 10 10 91 91
export DIE_AREA = 0 0 101 101
```
`design/flow/design.v`:
```
`timescale 1ns / 1ps
module MemOrIO( mRead, mWrite, ioRead, ioWrite,addr_in, addr_out, m_rdata, io_rdata, r_wdata, r_rdata, write_data, LEDCtrl, SwitchCtrl);
    input mRead;  
    input mWrite;  
    input ioRead;  
    input ioWrite;  
    input[31:0] addr_in;  
    output[31:0] addr_out;  
    input[31:0] m_rdata;  
    input[15:0] io_rdata;  
    output[31:0] r_wdata;  
    input[31:0] r_rdata;  
    output reg[31:0] write_data;  
    output LEDCtrl;  
    output SwitchCtrl;  
    assign addr_out= addr_in;
    assign r_wdata = ( mRead == 1'b1 ) ? m_rdata : {16'b0000_0000_0000_0000 ,io_rdata};
    always @* begin
        if((mWrite==1)||(ioWrite==1))
            write_data =  r_rdata;
        else
            write_data = 32'hZZZZZZZZ;
    end
endmodule
```
`design/flow/constraint.sdc`:
```
current_design MemOrIO

set clk_period 1.0
set clk_io_pct 0.2

create_clock -name clk0 -period $clk_period

set non_clock_inputs [all_inputs -no_clocks]
set_input_delay [expr $clk_period * $clk_io_pct] -clock clk0 $non_clock_inputs
set_output_delay [expr $clk_period * $clk_io_pct] -clock clk0 [all_outputs]
```
`design/flow/run.sh`:
```
#!/bin/bash
# OpenROAD 26Q1-2900-gdf79404cd8, Yosys 0.63+post, stock flow scripts
make -C /OpenROAD-flow-scripts/flow DESIGN_CONFIG=/design/flow/config.mk WORK_HOME=/design/flow/orfs finish
```
==> results.sh <==
# physical design summary
export IMPL_num_fill_cells=703
export IMPL_ys_cells=102
export IMPL_dieArea_um2=10200
export IMPL_port_buffer_count=81
export IMPL_status="complete, but fails checks"
export IMPL_crit_start="m_rdata[13]"
export IMPL_wl_per_cell_um=17.0
export IMPL_maxCapViolCount=0
export IMPL_rsz0062_at_grt="true"
export IMPL_antenna_found_initial=0
export IMPL_gp_congestion=0.641
export IMPL_hpwl_mm=2.70
export IMPL_synth_area_leader_cell="buf_4"
export IMPL_grt_max_degree=11
export IMPL_topCellsByArea="buf_4 (61%), mux2_2 (22%), and2_1 (12%), buf_6 (2.8%), buf_2 (0.62%)"
export IMPL_drive_above_1_share_pct=58.5
export IMPL_crit_family="buffers and inverters"
export IMPL_first_pass_iters=2
export IMPL_max_freq_mhz=861
export IMPL_grt_pass1_wl_mm=4.73
export IMPL_die_w_um=101
export IMPL_grt_pass1_vias=752
export IMPL_hold_buffers=0
export IMPL_dp_slack_ns=-0.915
export IMPL_cp_required_ns=0.80
export IMPL_finalHoldViolations=0
export IMPL_hold_class="in2out"
export IMPL_yosys_area_top_type_share_pct=61.4
export IMPL_path_buffers=2
export IMPL_worstSetupEndpointType="output port"
export IMPL_peakVddDrop_uv=161
export IMPL_synthCells=102
export IMPL_drtAntennaViolNets=0
export IMPL_min_period_over_period_pct=116
export IMPL_crit_path_end="r_wdata[13]"
export IMPL_wirelength_mm=3.41
export IMPL_crit_arrival_ns=0.96
export IMPL_synth_cell_types=6
export IMPL_ys_area_um2=807
export IMPL_ys_seq_share_pct=0
export IMPL_critPathSlowestCell="clkdlybuf4s50_1"
export IMPL_power_density_nw_per_um2=359
export IMPL_worstSetupPathType="in2out"
export IMPL_cp_depth=3
export IMPL_ios=214
export IMPL_drt_iter0_markers=5
export IMPL_netlist_area_um2=807
export IMPL_top_cells_by_count="buf_4 (66), and2_1 (16), mux2_2 (16)"
export IMPL_fin_setup_tns_ns=-2.95
export IMPL_cp_cell_sequence="clkdlybuf4s50_1 > mux2_2 > buf_2"
export IMPL_viasPerCell=3.43
export IMPL_cp_slowest_stage_delay_ns=0.39
export IMPL_synth_most_common_cell="buf_4"
export IMPL_yosysWarnings=4
export IMPL_coreArea_um2=6350
export IMPL_leakage_uw=0.000726
export IMPL_grt_overflow_total=0
export IMPL_syn_mean_instance_area_um2=7.91
export IMPL_crit_path_start_kind="primary input"
export IMPL_seqCellArea_um2=0
export IMPL_worstPathMaxFanout=1
export IMPL_synthToLayoutAreaGrowth_pct=67.9
export IMPL_warnings=37
export IMPL_fin_crit_ns=1.16
export IMPL_flops=0
export IMPL_num_clock_buffers=0
export IMPL_setup_slack_ns=-0.162
export IMPL_slew_violations=0
export IMPL_finalSetupViolCount=31
export IMPL_drc_errors=0
export IMPL_grt_use_total_pct=5.90
export IMPL_fp_utilization_pct=12.7
export IMPL_violations="negative setup slack"
export IMPL_rows=29
export IMPL_die_h_um=101
export IMPL_vias=690
==> metal layers <==
metal,up-vias,GRT usage [%],routed length [um]
li1,295,-,-
met1,283,5.73,1030
met2,90,9.14,1620
met3,22,4.50,634
met4,0,2.68,125
met5,-,0,0
==> where the power goes <==
group / internal [uW] / switching, uW / leakage [uW]
clock network: 0.000135 / 0 / 0.00000000634
logic: 374 / 112 / 0.000726
registers: 0 / 0 / 0
==> kinds of logic (layout without fill, tap and decap cells) <==
| kind of cell | Yosys count | in the layout | synth area share, % |
|---|---|---|---|
| muxes | 16 | 16 | 22.3 |
| and+or+nand+nor | 16 | 16 | 12.4 |
| other | 1 | 3 | 0.465 |
| buffers and inverters | 69 | 89 | 64.8 |
==> worst min-delay path by stage <==
stage	start	endpoint	slack, ns	cells after the start
6_report	addr_in[15]	addr_out[15]	0.40	0
5_1_grt	r_rdata[19]	write_data[19]	0.40	0
4_1_cts	addr_in[15]	addr_out[15]	0.40	0
==> stage by stage <==
step	hold slack [ns]	total power, uW	util (%)	cell area [um2]	cells
6_report	0.400	486	21.3	1360	201
5_1_grt	0.400	527	21.3	1350	200
4_1_cts	0.400	489	20.8	1320	201
3_5_place_dp	0.400	459	19.4	1230	194
3_3_place_gp	0.400	458	19.4	1230	194
2_1_floorplan	0.466	238	-	811	103
==> layout by cell type, fill, tap and decap left out, drive strengths merged <==
master	synthesis	routed
clkdlybuf4s50	0	2
and2	16	16
diode	0	1
dlygate4sd2	0	43
dlymetal6s2s	0	3
mux2	16	16
buf	69	41
conb	1	2
==> what timing repair did <==
item	4_1_cts	5_1_grt
gates resized	190	16
setup buffers	4	1
pin swaps	16	15
setup endpoints to repair	32	32
cloned	3	0
==> area by class of cell <==
| class | count | area (um2) | area share [%] |
|---|---|---|---|
| Timing Repair Buffer | 89 | 875 | 64.5 |
| Tap cell | 77 | 96.3 | 7.11 |
| Multi-Input combinational cell | 34 | 382 | 28.2 |
| Antenna cell | 1 | 2.50 | 0.185 |
Power is estimated from default activity; no workload was simulated.
