`/design/flow/design.v`:
```
`timescale 1ns / 1ps
module control32(Opcode,Function_opcode,Alu_resultHigh,Jrn,RegDST,ALUSrc,MemorIOtoReg,RegWrite,MemRead,MemWrite,IORead,IOWrite,Branch,nBranch,Jmp,Jal,I_format,Sftmd,ALUOp);
    input[5:0]   Opcode;         
    input[5:0]   Function_opcode; 
    input[21:0]  Alu_resultHigh; 
    output       Jrn;         	 
    output       RegDST;         
    output       ALUSrc;         
    output       MemorIOtoReg;   
    output       RegWrite;   	 
    output       MemRead;        
    output       MemWrite;   	 
    output       IORead;         
    output       IOWrite;        
    output       Branch;    	 
    output       nBranch;   	 
    output       Jmp;        	 
    output       Jal;        	 
    output       I_format;  	 
    output       Sftmd;     	 
    output[1:0]  ALUOp;	 
    wire Jmp,I_format,Jal,Branch,nBranch;
    wire R_format,Lw,Sw;
    assign R_format = (Opcode==6'b000000) ? 1'b1:1'b0;    	 
    assign RegDST = R_format;                                
    assign I_format = (Opcode[5:3]==3'b001)? 1'b1:1'b0;
    assign Lw = (Opcode==6'b100011)? 1'b1:1'b0;
    assign Jal = (Opcode==6'b000011)? 1'b1:1'b0;
    assign Jrn = ((Opcode==6'b000000)&&(Function_opcode==6'b001000))? 1'b1:1'b0; 
    assign Sw = (Opcode==6'b101011) ? 1'b1:1'b0;
    assign RegWrite = (R_format||Lw||Jal||I_format)&&(!Jrn);
    assign ALUSrc =(I_format||Lw||Sw) ? 1'b1:1'b0;
    assign Branch = (Opcode==6'b000100) ? 1'b1:1'b0;
    assign nBranch = (Opcode==6'b000101) ? 1'b1:1'b0;
    assign Jmp = (Opcode==6'b000010) ? 1'b1:1'b0;
    assign MemWrite = ((Sw==1)&&(Alu_resultHigh[21:0]!=22'b1111111111111111111111)) ? 1'b1:1'b0;
    assign Sftmd = (Function_opcode[5:3]==3'b000&&Opcode==6'b000000) ? 1'b1:1'b0;
    assign ALUOp = {(R_format || I_format),(Branch || nBranch)};   
    assign IORead = ((Lw==1)&&(Alu_resultHigh[21:0]==22'b1111111111111111111111)) ? 1'b1:1'b0;
    assign IOWrite = ((Sw==1)&&(Alu_resultHigh[21:0]==22'b1111111111111111111111)) ? 1'b1:1'b0;
    assign MemRead = ((Lw==1)&&(Alu_resultHigh[21:0]!=22'b1111111111111111111111)) ? 1'b1:1'b0;
    assign MemorIOtoReg = ((IORead||MemRead )&&RegWrite ) ? 1'b1:1'b0;
endmodule
```
`/design/flow/run.sh`:
```
#!/bin/bash
# OpenROAD 26Q1-2900-gdf79404cd8, Yosys 0.63+post, stock flow scripts
make -C /OpenROAD-flow-scripts/flow DESIGN_CONFIG=/design/flow/config.mk WORK_HOME=/design/flow/orfs finish
```
`/design/flow/config.mk`:
```
export PLATFORM = sky130hd
export DESIGN_NAME = control32
export DESIGN_NICKNAME = control32
export VERILOG_FILES = /design/flow/design.v
export SDC_FILE = /design/flow/constraint.sdc
export NUM_CORES = 4
export LEC_CHECK = 1
export CORE_AREA = 10 10 70 70
export DIE_AREA = 0 0 80 80
```
`/design/flow/constraint.sdc`:
```
current_design control32

set clk_period 3.8
set clk_io_pct 0.2

create_clock -name clk0 -period $clk_period

set non_clock_inputs [all_inputs -no_clocks]
set_input_delay [expr $clk_period * $clk_io_pct] -clock clk0 $non_clock_inputs
set_output_delay [expr $clk_period * $clk_io_pct] -clock clk0 [all_outputs]
```
==> changes_impl.md <==
## Flow update

- Status: complete, no violations
- Share of post-route cells with drive strength above 1: 0.0417
- Placed cells: between 100 and 150
- Crit start category: primary input
- CTS-repair resized insts: 0
- Core ar.: 0.00342 mm^2
- Seq_cells: 0
- Critical path endpoint category: output pin
- Mapped Cells: between 40 and 50
- GRT overflow: 0
- Netlist cell types: 23
- # port buffers: 51
- Hold path depth: 3
- Start point of the worst hold path: Function_opcode[3]
- Pleak: 0.294 nW
- Max-cap check violation count: 0
- Log Warnings: 32
- CP Max Fanout: 2
- Pin count of the biggest net entering global routing: 12
- Relative slew slack: 0.712
- Post-synth area hogs: nand4_1, nand2_1, nand4_4
- Syn. warnings: 0
- First-pass GRT wire length: roughly 2500 um
- Initial core utilization: 0.0853
- Top delay family on crit path: buffers and inverters
- Hpwl dp: ~1600 um
- Chip Area, Yosys: roughly 290 um^2
- Synth-to-Final Area Change: 191%
- Initial drt markers: 5
- Top cell area share: 0.0858
- Initial antenna violation count: 0
- Die X-Extent: 80 um
- Worst slew pin tran: 0.429 ns
- Die area: 0.00640 mm^2
- Cycle use final: 0.874
- Setup bufs post-CTS: 0
- Pins Over Slew Limit: 0
- Routability cong.: between 0.6 and 0.7
- Fmax: 0.301 GHz
- Worst stage delay on the critical path: 0.57 ns
- GR Util All Layers: 0.0466
- Hold Path Class: primary input to output pin
- Fill cell count: 375
- Crit path DAT: between 2 and 3 ns
- Worst IR Drop VDD: 0.0000264 V
- Buf/Inv on CP: 2
- Synthesized area: about 290 um^2
- Antenna cell count: 0
- RSZ-0062 raised after global routing: false
- FP Rows: 21
- Register area: 0 um^2
- Detailed-route DRC error count: 0
- Yosys top cell by instances: nand2_1
- Die Y: approximately 80 um
- Critical path, cell by cell: clkdlybuf4s50_1, nand4_1, or4_4, nor3_2, clkdlybuf4s50_1
- Critical Path RT: 3.04 ns
- Final setup viols: 0
- Area leader, netlist: nand4_1
- Clkbuf count: 0
- Final hold vios: 0
- Vias per inst: ~3.8
- DR vias: 536
- Vias in the first global route: 587
- Pwr dens: 66.6 mW/mm^2
- Slowest CP cell: or4_4
- Cell mode on critical path: clkdlybuf4s50_1
- Final cell count without fillers: about 140
- Number of cells in Yosys stat: 47
- Routed Wire Length: 1690 um
- Synth Seq Share: 0
- Worst hold endpoint: Sftmd
- Routed length per instance: 11.9 um
- Post-route setup TNS: 0 ns
- Hold_buf cts: 0
- Setup Crit Path Kind: primary input to output pin
- Synth Area per Inst: 6.20 um^2
- Io pins: 51
- Final min period: 3.32 ns
- First-pass DRT Iterations: 2
- ANT nets after route: 0
- Most frequent cells after synthesis: nand2_1, nor2_1, nand4_1
metal layers:
layer / GRT usage / routed length [um] / vias up / share of wire
li1: - / - / 277 / -
met1: 0.0461 / 602 / 229 / 0.36
met2: 0.0787 / 759 / 30 / 0.45
met3: 0.0386 / 327 / 0 / 0.19
met4: 0 / 0 / 0 / 0
met5: 0 / 0 / - / 0
area by class of cell:
class                      instances  area (um^2)  share of cell area
inverter                           2         7.51             0.00884
multi-input combinational         43          274               0.323
tap                               46         57.6              0.0677
timing repair buffer              51          510               0.601
power by group:
group / leakage (nW) / total, mW / switching, mW / internal (mW)
Combinational: 0.294 / 0.0566 / 0.0163 / 0.0403
Clock: 0 / 0 / 0 / 0
Sequential: 0 / 0 / 0 / 0
Total: 0.294 / 0.0566 / 0.0163 / 0.0403
worst max path at each step:
stage | startpoint | to | slack (ns) | cells past startpoint
4_1_cts | Alu_resultHigh[21] | IORead | 0.46 | 5
5_1_grt | Alu_resultHigh[14] | IORead | 0.39 | 5
6_report | Alu_resultHigh[21] | IORead | 0.48 | 5
cell usage in the layout (no fill, tap or decap), types with 2 or more instances in the layout:
| master | count |
|---|---|
| clkdlybuf4s50_1 | 51 |
| nor4_1 | 3 |
| nand4_1 | 4 |
| nor2b_1 | 2 |
| nor2_1 | 5 |
| nand3_1 | 2 |
| nand2_1 | 6 |
| and3_1 | 3 |
| nor3_1 | 3 |
| inv_1 | 2 |
| a21oi_1 | 2 |
| nor3_2 | 2 |
per-stage QoR:
stage	total power, mW	setup slack, ns	util	area, um^2	hold slack [ns]
after global routing	0.0609	0.387	0.249	850	2.47
final	0.0566	0.478	0.249	850	2.43
after detailed placement	0.0571	0.461	0.249	850	2.43
after floorplan	0.0112	1.51	-	292	1.53
after CTS	0.0573	0.461	0.249	850	2.44
after global placement	0.0564	0.468	0.249	850	2.44
cells by family (layout without fill, tap and decap cells):
logic type / Yosys count / count (layout) / share of synthesized area
buffers and inverters: 4 / 53 / 0.0601
AND-OR/OR-AND: 5 / 5 / 0.112
AND/OR/NAND/NOR: 37 / 37 / 0.794
multiplexers: 1 / 1 / 0.0343
No activity file was given, so power comes from the tool's default toggle rates.
