$ cat design/flow/design.v
`timescale 1ns / 1ps
module executs32(Read_data_1,Read_data_2,Sign_extend,Function_opcode,Exe_opcode,ALUOp,
                 Shamt,ALUSrc,I_format,Zero,Jr,Sftmd,ALU_Result,Addr_Result,PC_plus_4
                 );
    input[31:0]  Read_data_1;		 
    input[31:0]  Read_data_2;		 
    input[31:0]  Sign_extend;		 
    input[5:0]   Function_opcode;  	 
    input[5:0]   Exe_opcode;  		 
    input[1:0]   ALUOp;              
    input[4:0]   Shamt;              
    input  		 Sftmd;             
    input        ALUSrc;             
    input        I_format;           
    input        Jr;                
    output       Zero;               
    output[31:0] ALU_Result;         
    output[31:0] Addr_Result;		 
    input[31:0]  PC_plus_4;          
    reg[31:0] ALU_Result;
      wire[31:0] Ainput,Binput;  
      wire[5:0] Exe_code;  
      wire[2:0] ALU_ctl;  
      wire[2:0] Sftm;  
      reg[31:0] Shift_Result;  
      reg[31:0] ALU_output_mux;  
      wire[32:0] Branch_Addr;  
      wire sftmd;
    assign Sftm = Function_opcode[2:0];    
    assign Exe_code = (I_format==0) ? Function_opcode : {3'b000,Exe_opcode[2:0]};
    assign Ainput = Read_data_1;
    assign Binput = (ALUSrc == 0) ? Read_data_2 : Sign_extend[31:0];
    assign ALU_ctl[0] = (Exe_code[0] | Exe_code[3]) & ALUOp[1];     
    assign ALU_ctl[1] = ((!Exe_code[2]) | (!ALUOp[1]));
    assign ALU_ctl[2] = (Exe_code[1] & ALUOp[1]) | ALUOp[0];
    assign Zero = (ALU_output_mux[31:0]== 32'h00000000) ? 1'b1 : 1'b0;
    always @* begin
        if(((ALU_ctl==3'b111) && (Exe_code[3]==1))||((ALU_ctl[2:1]==2'b11) && (I_format==1))) 
            ALU_Result = {30'b000000000000000000000000000000,ALU_output_mux[31]};
        else if((ALU_ctl==3'b101) && (I_format==1)) 
        ALU_Result[31:0] = {Binput[15:0],16'h0000};
        else if(Sftmd==1)
         ALU_Result = Shift_Result; 
        else  ALU_Result = ALU_output_mux[31:0]; 
    end
     assign Branch_Addr = PC_plus_4[31:0] + {Sign_extend[29:0],2'b00};
    assign Addr_Result = Branch_Addr[31:0];
    always @(ALU_ctl or Ainput or Binput) begin
        case(ALU_ctl)
            3'b000:ALU_output_mux = Ainput & Binput; 
             3'b001:ALU_output_mux = Ainput | Binput;
             3'b010:ALU_output_mux = Ainput +  Binput;
             3'b011:ALU_output_mux = Ainput +  Binput;
              3'b100:ALU_output_mux = Ainput ^ Binput; 
              3'b101:ALU_output_mux = ~(Ainput | Binput);
              3'b110:ALU_output_mux = Ainput -  Binput;
               3'b111:ALU_output_mux = Ainput -  Binput;
               default:ALU_output_mux = 32'h00000000;
        endcase
    end
      always @* begin   
         if(Sftmd)
          case(Sftm[2:0])
              3'b000:Shift_Result = Binput << Shamt;                     
              3'b010:Shift_Result = Binput >> Shamt;                     
              3'b100:Shift_Result = Binput << Ainput;                    
              3'b110:Shift_Result = Binput >> Ainput;                    
              3'b011:Shift_Result = $signed(Binput) >>> Shamt;          
              3'b111:Shift_Result = $signed(Binput) >>> Ainput;         
              default:Shift_Result = Binput;
          endcase
         else Shift_Result = Binput;
      end
endmodule
$ cat design/flow/run.sh
#!/bin/bash
# OpenROAD 26Q1-2900-gdf79404cd8, Yosys 0.63+post, stock flow scripts
make -C /OpenROAD-flow-scripts/flow DESIGN_CONFIG=/design/flow/config.mk WORK_HOME=/design/flow/orfs finish
$ cat design/flow/config.mk
export PLATFORM = sky130hd
export DESIGN_NAME = executs32
export DESIGN_NICKNAME = executs32
export VERILOG_FILES = /design/flow/design.v
export SDC_FILE = /design/flow/constraint.sdc
export NUM_CORES = 4
export LEC_CHECK = 1
export CORE_UTILIZATION = 40
$ cat design/flow/constraint.sdc
current_design executs32

set clk_period 16.0
set clk_io_pct 0.2

create_clock -name clk0 -period $clk_period

set non_clock_inputs [all_inputs -no_clocks]
set_input_delay [expr $clk_period * $clk_io_pct] -clock clk0 $non_clock_inputs
set_output_delay [expr $clk_period * $clk_io_pct] -clock clk0 [all_outputs]
==> qor.csv <==
metric,value,unit
measured slew at the worst slew-check pin,962,ps
Initial Util,0.406,
# fillers,3344,
min Tclk post-route,13200,ps
first-pass GRT wire length,112000,um
Flop area,0,sq um
FMAX,75.8,MHz
Max Slew Vio Count,0,
DR vias,18158,
crit path kind,input port to output port,
crit path DAT,10000,ps
Seq cells,0,
wire length per cell,28.7,um
Worst setup EP type,output port,
crit-path max FO,24,
Pleak,6.56,nW
mean post-synth cell area,6.28,sq um
Die X,186,um
dpl cells,2749,
final std cells w/o fill,2749,
Ports,216,
GPL Wtd Cong,1.22,
Core Footprint,33400,sq um
CP max stage cell,nor3_1,
fraction of layout cells with a size suffix above 1,0.0843,
Synth warnings,1,
grt total ovfl,0,
vias in the first global route,16353,
die height,186,um
drt drc,0,
Port Buffers,206,
PD cells,55.9,nW/um^2
status,finished clean,
Peak supply drop,36.4,uV
dpl ws,2990,ps
Tot GR Track Use,0.459,
Synth-to-Final Area Change,19.0,%
"Seq share, synth",0,
yosys cell count,2161,
WP data required,12800,ps
initial drt markers,2225,
largest net degree at the start of global routing,57,
Initial DRT Pass Iterations,5,
Rel. slew slack,0.353,
Startpoint Class,input port,
initial antenna violation count,1,
"Chip Area, Yosys",13600,sq um
Chip Area,34700,sq um
Post-Synthesis Cells,2161,
CP dominant cell by count,nand2_1,
crit-path max cell delay,640,ps
Hold Startpoint,PC_plus_4[0],
Final TNS setup,0,ps
Setup crit start,ALUSrc,
final critical-path setup slack,2800,ps
Detail Route Antenna Nets,0,
postcts setup bufs,0,
logic area,12600,sq um
Routed WL,78900,um
RSZ-0062 raised after global routing,no,
Cell Type Count,93,
synthesized cell area,13600,sq um
"Critical Path, Cell by Cell",buf_2 -> buf_4 -> mux2i_4 -> buf_4 -> ha_1 -> nand2_1 -> nor2_1 -> and3_1 -> nand2_1 -> nor3_1 -> a21oi_1 -> xnor2_1 -> ha_1 -> nand2_1 -> o21ai_0 -> inv_1 -> o31a_1 -> a211o_1 -> o21ai_0 -> xor2_1 -> a21oi_1 -> o311ai_1 -> clkdlybuf4s50_1,
Via density,6.61,
Setup-failing EPs final,0,
period utilisation layout,0.825,
Final HPWL DP,60300,um
# diodes,0,
layout clock buffer count,0,
final hold viol count,0,
Hold Path Class,input port to output port,
CTS Hold Bufs,0,
max cap viols,0,
Site Rows,67,
CTS resizes,0,
Log Warnings,71,
[metrics by stage]
step / hold WS [ps] / cell area [sq um] / utilization / power [mW]
5_1_grt: 6400 / 16200 / 0.483 / 0.956
6_report: 6400 / 16200 / 0.483 / 0.903
2_1_floorplan: 6470 / 13600 / - / 0.516
3_3_place_gp: 6400 / 16200 / 0.483 / 0.860
4_1_cts: 6400 / 16200 / 0.483 / 0.870
3_5_place_dp: 6400 / 16200 / 0.483 / 0.864
[layout make-up]
type,instances,area share
Multi-Input combinational cell,1919,0.777
Inverter,91,0.0211
Timing Repair Buffer,291,0.167
Tap cell,448,0.0347
[Yosys cell counts, drive strengths merged, types with 15 or more instances]
master / instances / area share
nand3: 80 / 0.030
ha: 125 / 0.12
nor3: 63 / 0.026
nor2: 261 / 0.073
xor2: 18 / 0.012
o21ai: 206 / 0.076
a21o: 34 / 0.019
nand2: 285 / 0.079
clkbuf: 75 / 0.021
mux2i: 112 / 0.098
a31oi: 40 / 0.018
a211oi: 82 / 0.047
mux2: 16 / 0.014
inv: 86 / 0.024
a221oi: 22 / 0.015
and3: 19 / 0.0088
o21a: 15 / 0.0083
a21oi: 197 / 0.074
o22ai: 19 / 0.0088
xnor2: 59 / 0.038
o211ai: 48 / 0.027
buf: 76 / 0.035
[power breakdown]
| group | internal [mW] | switching [mW] | total (mW) |
|---|---|---|---|
| Clock | 0 | 0 | 0 |
| Combinational | 0.344 | 0.560 | 0.903 |
| Sequential | 0 | 0 | 0 |
[cells by family (layout without fill, tap and decap cells)]
family	count (synthesis)	in the layout	share of synthesized area
muxes	131	131	0.116
and+or+nand+nor	792	792	0.258
adders and majority gates	127	127	0.118
AOI/OAI and AO/OA	792	792	0.378
buffers and inverters	242	382	0.0806
xor gates and xnor gates	77	77	0.0497
[path summary, 6_finish.rpt]
check,endpoint,cells after the start
max,ALU_Result[31],23
min,Addr_Result[0],0
[metal layers]
metal / routed length [um] / vias to the layer above / track usage
li1: - / 8286 / -
met1: 31400 / 8305 / 0.606
met2: 30500 / 1275 / 0.631
met3: 10900 / 292 / 0.163
met4: 6230 / 0 / 0.292
met5: 0 / - / 0
[worst max-delay path: cells and delay by family]
kind | cells | cell delay [ps]
buffers and inverters | 5 | 1930
AOI/OAI and AO/OA | 7 | 1870
and+or+nand+nor | 6 | 1510
adders and majority gates | 2 | 680
xor gates and xnor gates | 2 | 490
muxes | 1 | 300
[cells in the final DEF (no fill, tap or decap), drive strengths merged, types with 9 or more instances in the layout]
| cell type | instances |
|---|---|
| mux2 | 16 |
| nor4 | 12 |
| a221oi | 22 |
| nand2 | 285 |
| o22ai | 19 |
| o221ai | 14 |
| nor2b | 11 |
| a31oi | 40 |
| and3 | 19 |
| xnor2 | 59 |
| a211oi | 82 |
| nand3 | 80 |
| nand2b | 10 |
| a21o | 34 |
| nand4 | 9 |
| xor2 | 18 |
| o31ai | 10 |
| a22oi | 12 |
| o21a | 15 |
| ha | 125 |
| o21ai | 206 |
| o211ai | 48 |
| a21oi | 197 |
| mux2i | 112 |
| nor2 | 261 |
| buf | 86 |
| and2 | 14 |
| inv | 86 |
| nor3 | 63 |
| clkdlybuf4s50 | 205 |
Power figures rest on the tool's default switching activity, not on a simulated workload.
